## ./design.v

```verilog
module num_to_7seg(
    input [3:0] in,
    output [6:0] out);
    reg [6:0] hex_encoding = 0;
    always @(*) begin
        case (in)
            4'h0: hex_encoding = 7'h7E;
            4'h1: hex_encoding = 7'h30;
            4'h2: hex_encoding = 7'h6D;
            4'h3: hex_encoding = 7'h79;
            4'h4: hex_encoding = 7'h33;
            4'h5: hex_encoding = 7'h5B;
            4'h6: hex_encoding = 7'h5F;
            4'h7: hex_encoding = 7'h70;
            4'h8: hex_encoding = 7'h7F;
            4'h9: hex_encoding = 7'h7B;
            4'hA: hex_encoding = 7'h77;
            4'hB: hex_encoding = 7'h1F;
            4'hC: hex_encoding = 7'h4E;
            4'hD: hex_encoding = 7'h3D;
            4'hE: hex_encoding = 7'h4F;
            4'hF: hex_encoding = 7'h47;
        endcase
    end
    assign out = ~hex_encoding;
endmodule
module svnseg_controller(
    input clk,
    input [3:0] num3,
    input [3:0] num2,
    input [3:0] num1,
    input [3:0] num0,
    output dig1,
    output dig2,
    output dig3,
    output dig4,
    output seg0,
    output seg1,
    output seg2,
    output seg3,
    output seg4,
    output seg5,
    output seg6,
    output seg7);
    reg [11:0] counter;
    reg edited_clk;
    always @(posedge clk) begin
        if (counter == 0)
            edited_clk <= !edited_clk;
        counter <= counter + 1;
    end
    reg [1:0] state;
    reg [3:0] digit_select;
    reg [6:0] curr_output;
    wire [6:0] svn3, svn2, svn1, svn0;
    num_to_svnseg decode3(
        .in(num3),
        .out(svn3));
    num_to_svnseg decode2(
        .in(num2),
        .out(svn2));
    num_to_svnseg decode1(
        .in(num1),
        .out(svn1));
    num_to_svnseg decode0(
        .in(num0),
        .out(svn0));
    always @(posedge edited_clk) begin
        case (state)
            2'b00: begin
                digit_select <= 4'b1110;
                curr_output <= svn0;
                state <= 2'b01;
            end
            2'b01: begin
                digit_select <= 4'b1101;
                curr_output <= svn1;
                state <= 2'b10;
            end
            2'b10: begin
                digit_select <= 4'b1011;
                curr_output <= svn2;
                state <= 2'b11;
            end
            2'b11: begin
                digit_select <= 4'b0111;
                curr_output <= svn3;
                state <= 2'b00;
            end
        endcase
    end
    assign {dig4, dig3, dig2, dig1} = digit_select;
    assign {seg0, seg1, seg2, seg3, seg4, seg5, seg6, seg7} = {curr_output, digit_select != 4'b1011};
endmodule
```

## ./run.sh

```bash
#!/bin/bash
# OpenROAD 26Q1-2900-gdf79404cd8, Yosys 0.63+post, stock flow scripts
make -C /OpenROAD-flow-scripts/flow DESIGN_CONFIG=/design/flow/config.mk WORK_HOME=/design/flow/orfs finish
```

## ./config.mk

```make
export PLATFORM = sky130hd
export DESIGN_NAME = num_to_7seg
export DESIGN_NICKNAME = num_to_7seg
export VERILOG_FILES = /design/flow/design.v
export SDC_FILE = /design/flow/constraint.sdc
export NUM_CORES = 4
export LEC_CHECK = 1
export CORE_AREA = 10 10 70 70
export DIE_AREA = 0 0 80 80
```

## ./constraint.sdc

```tcl
current_design num_to_7seg

set clk_period 1.4
set clk_io_pct 0.2

create_clock -name clk0 -period $clk_period

set non_clock_inputs [all_inputs -no_clocks]
set_input_delay [expr $clk_period * $clk_io_pct] -clock clk0 $non_clock_inputs
set_output_delay [expr $clk_period * $clk_io_pct] -clock clk0 [all_outputs]
```

==> flow_summary.yaml <==
# generated from flow reports
status:
  status: "complete, but fails checks"
  violations: "setup timing"
routing:
  drt_pass1_iterations: 2
  via_count: 315
  wire_per_inst_um: 8.95
  viasPerCell: 3.06
  antenna_cells: 0
  drc: 0
  first_iter_violations: 19
  ant_nets: 0
  drt_wl_total_um: 922
synth:
  ys.warnings.count: 1
  syn_area_per_cell_um2: 8.11
  yosysChipArea_um2: 251
  ys_types: 17
  synth_area_um2: 251
  top_cells_by_area: "ha_1, mux4_2, mux2i_1, a22o_1, nor2b_1"
  ys_cells: 31
  yosysTopAreaCell: "ha_1"
  synth_top_area_share_pct: 29.9
  synth_seq_share_pct: 0
  synthCells: 31
grt:
  grt_max_degree: 9
  first_global_vias: 325
  grt_pass1_wl_um: 1570
  gr-total-overflow: 0
  antenna_found_initial: 0
  grt.total_usage_pct: 2.89
floorplanning:
  die-height_um: 80
  initCoreUtil_pct: 7.36
  row_count: 21
  die_area_um2: 6400
  io_pins: 11
  die_width_um: 80
  core_um2: 3420
critical_path:
  critPathRequiredTime_ns: 1.12
  worstSetupStartpointType: "input pin"
  cp_cell_sequence: "buf_12 -> inv_8 -> ha_4 -> inv_2 -> mux4_2 -> buf_2"
  path_max_fanout: 4
  path_delay_family: "multiplexers"
  slowest_stage: "mux4_2"
  cpPeakStageDelay_ns: 0.44
  crit_type: "in -> out"
  cp-end-kind: "primary output"
  crit_arrival_ns: 1.26
  crit_buf_inv: 4
final_timing:
  slew_headroom_pct: 86.3
  finalWorstSetupSlack_ns: -0.144
  hold_viol_final: 0
  final_max_slew_viol_count: 0
  fmax_mhz: 648
  fin_crit_sh_pct: 110
  rsz0062_at_grt: "yes"
  min_period_ns: 1.54
  setup_violations: 5
  worst_slew_pin_slew_ns: 0.206
final_layout:
  flops: 0
  finalNonFillerCells: 103
  drive_above_1_share_pct: 73.7
  syn2layout_area_growth_pct: 147
  ff_latch_area_um2: 0
  clock_buffers: 0
  post-route-util_pct: 18.2
pwr:
  vdd_drop_max_v: 0.0000379
  powerDensity_nw_per_um2: 265
  leakagePower_nw: 0.275
placement:
  place_inst: 98
  port_buffers: 11
  place.detailed.hpwl_um: 721
  gp_congestion: 0.691
flow_run:
  warnings: 39
  drv_cap: 0
worst_hold_path:
  min_path_type: "in -> out"
final timing paths:
path   from  endpoint  slack [ns]  cells past startpoint
max   in[0]    out[3]       -0.14                      6
min   in[0]    out[5]         1.0                      4
final cells by class:
cell class,instances,area (um^2)
fillers,379,2800
inverters,3,26.3
repair buffers,28,233
multi-input cells,26,304
well taps,46,57.6
what timing repair did:
action,CTS,global route
hold buffers,0,0
setup buffers,3,2
gates resized,70,0
pin swaps,6,2
setup endpoints to repair,7,4
gates cloned,0,0
cells in the mapped netlist:
cell / number
nor2b_1: 2
a31oi_1: 1
inv_1: 3
a32o_1: 1
o21ai_1: 1
buf_4: 1
o32ai_1: 1
mux4_2: 1
nand2b_1: 1
nor2_1: 3
or3b_1: 1
ha_1: 6
nor2_2: 1
buf_6: 1
mux2i_1: 2
a22o_1: 2
nand2_1: 3
logic make-up after synthesis:
logic type	after synthesis	synth area share [%]
simple gates	11	22.4
compound gates	6	18.9
fa+ha+maj	6	29.8
buf+inv	5	11.9
mux	3	16.9
report_power, final:
part	internal (mW)	switching (mW)
combinational	0.0995	0.0647
sequential	0	0
clock	0	0
total	0.0995	0.0647
stage by stage:
stage          cell area (um^2)  setup slack [ns]  setup TNS (ns)  hold WS, ns  power, mW
5_1_grt                     621            -0.172          -0.630         1.04      0.181
4_1_cts                     606            -0.154          -0.314         1.02      0.158
2_1_floorplan               251            0.0767               0        0.660     0.0507
3_5_place_dp                490            -0.992           -6.23         1.72      0.134
3_3_place_gp                490            -0.977           -6.08         1.72      0.133
6_report                    621            -0.144          -0.378        0.996      0.164
cells in the final DEF (no fill, tap or decap):
cell              n
nand2_2           1
o32ai_2           1
ha_4              5
buf_6             5
inv_2             1
buf_4            12
nor2_1            2
mux4_2            1
buf_12            1
inv_8             2
a22o_1            2
o21ai_1           1
nor2_2            2
or3b_1            1
a32o_1            1
nand2b_4          1
a31oi_1           1
ha_1              1
nand2_1           2
mux2i_1           2
clkdlybuf4s15_2   1
buf_2             8
nor2b_1           2
buf_8             1
per-layer routing:
layer	routed length, um	part of all wire [%]	vias to the layer above	GRT usage [%]
met5	0	0	-	0
met4	0	0	0	0
met3	24	2.6	0	0.341
met2	453	49	6	5.14
met1	444	48	145	3.84
li1	-	-	164	-
Power figures rest on the tool's default switching activity, not on a simulated workload.
